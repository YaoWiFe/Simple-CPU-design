==> /design/flow/design.v <==
module con_signal(
    input mova,movb,movc,add,sub,and1,not1,rsr,rsl,jmp,jz,
          jc,in1,out1,nop,halt,sm,c,z,
    input [7:0] ir,
    output reg[3:0] alu_s,
    output reg[1:0] madd,reg_ra,reg_wa,
    output reg pc_ld,pc_inc,reg_we,ram_xl,ram_dl,alu_m,shi_fbus,
               shi_flbus,shi_frbus,ir_ld,cf_en,zf_en,sm_en,in_en,out_en);              
     always @(*) begin
        sm_en=~halt;
        ir_ld=~sm;
        ram_dl=(~sm)|movc|jmp|(jz&z)|(jc&c);
        ram_xl=movb;
        shi_fbus=mova|movb|add|sub|and1|not1|out1;
        shi_flbus=rsl;
        shi_frbus=rsr;
        alu_s=ir[7:4];
        alu_m=add|sub|and1|not1;
        cf_en=add|sub|rsr|rsl;
        zf_en=add|sub;
        pc_ld=jmp|(jc&c)|(jz&z);
        pc_inc=(~sm)|(jc&(~c))|(jz&(~z));
        reg_we=~(sm&(mova|movc|add|sub|and1|not1|rsr|rsl|in1));
        in_en=in1;
        out_en=out1;
        reg_ra=ir[1:0];
        reg_wa=ir[3:2];
        if(sm==1&&movc==1) madd=01;
        else if(sm==1&&movb==1) madd=2'b10;
        else madd=00;
        end
endmodule 
==> /design/flow/run.sh <==
#!/bin/bash
# OpenROAD 26Q1-2900-gdf79404cd8, Yosys 0.63+post, stock flow scripts
make -C /OpenROAD-flow-scripts/flow DESIGN_CONFIG=/design/flow/config.mk WORK_HOME=/design/flow/orfs finish
==> /design/flow/config.mk <==
export PLATFORM = sky130hd
export DESIGN_NAME = con_signal
export DESIGN_NICKNAME = con_signal
export VERILOG_FILES = /design/flow/design.v
export SDC_FILE = /design/flow/constraint.sdc
export NUM_CORES = 4
export LEC_CHECK = 1
export CORE_AREA = 10 10 70 70
export DIE_AREA = 0 0 80 80
==> /design/flow/constraint.sdc <==
current_design con_signal

set clk_period 2.2
set clk_io_pct 0.2

create_clock -name clk0 -period $clk_period

set non_clock_inputs [all_inputs -no_clocks]
set_input_delay [expr $clk_period * $clk_io_pct] -clock clk0 $non_clock_inputs
set_output_delay [expr $clk_period * $clk_io_pct] -clock clk0 [all_outputs]
==> run_results.csv <==
group,metric,value,unit
status,status,"completed",
timing,hold_violations,0,
routing,routed.top_layer,"met4",
routing,ant_nets,0,
finish,fin_cells,104,
power,p_per_area,135.4,nW/µm²
grt,grt_overflow,0,
logic_synthesis,area_leaders,"buf_4 (49%), inv_1 (7.6%), or4_1 (7.6%)",
power,ir_drop,43.98,µV
clock_network,cts_hold_buf,0,
setup_path,critPathRequiredTime,1.76,ns
logic_synthesis,synth.distinct_cells,11,
logic_synthesis,synth-cells-yosys,28,
setup_path,slowest_delay,0.42,ns
logic_synthesis,syn_inst,28,
setup_path,startpoint_type,"input pin",
setup_path,cp_max_fo,2,
timing,finalCritPeriodShare,0.9768,
place,dpl.hpwl,1074,µm
logic_synthesis,top_area_frac,0.4937,
logic_synthesis,syn_avg_cell_area,7.060,µm²
die,num_rows,21,
setup_path,worstSetupPathType,"in2out",
logic_synthesis,yosys_warnings,1,
routing,drc_errors,0,
logic_synthesis,yosysChipArea,197.7,µm²
setup_path,cp.arrival,1.71,ns
finish,lay_top_cells,"clkdlybuf4s50_1 (21), dlygate4sd2_1 (8), buf_4 (8), inv_1 (4), clkdlybuf4s15_1 (3)",
timing,relSlewSlack,0.8819,
hold_path,min_path_type,"in2out",
timing,setup_viol,0,
logic_synthesis,largest_area_cell,"buf_4",
grt,antenna_found_initial,0,
finish,ff_latch_area,0,µm²
logic_synthesis,synth.cell_area,197.7,µm²
die,ios,52,
timing,period_needed,2.149,ns
die,core,3416,µm²
timing,max_freq,465.3,MHz
setup_path,crit_chain,"clkdlybuf4s50_1 > a221o_1 > or3_1 > dlygate4sd2_1",
routing,route.met2.wl,308,µm
grt,grt_pass1_wl,1683,µm
setup_path,crit_slowest_cell,"clkdlybuf4s50_1",
timing,report.final.slew_viol_count,0,
finish,syn_to_final_growth,178.5,%
place,place.gp.congestion,0.7812,
routing,viasPerCell,2.837,
routing,first_pass_iters,1,
timing,worstMarginPinSlew,0.1757,ns
routing,vias,295,
die,die_width,80,µm
power,leakagePower,0.2276,nW
grt,grt_max_degree,4,
routing,wl_per_cell,11.33,µm
grt,first_global_vias,326,
timing,finalSetupTns,0,ns
finish,layout.cells.most_common,"clkdlybuf4s50_1",
place,portBuffers,35,
routing,met3_length,294,µm
finish,nFillCells,396,
setup_path,cp-end-kind,"output port",
routing,finalWirelength,1178,µm
routing,drt-initial-drc-count,0,
logic_synthesis,ys_seq_frac,0,
run,tool_warnings,33,
die,die_y,80,µm
finish,clkbuf_count,0,
finish,seq_cells,0,
die,fp-utilization,0.05788,
routing,m1WireLength,572,µm
die,die_area,6400,µm²
timing,hold_slack,0.8800,ns
routing,n_antenna_cell,0,
hold_path,hold_depth,0,
finish,drive_above_1_share,0.1897,
run,maxCapViolations,0,
timing,rsz0062_at_grt,"false",
grt,grt_usage,0.03302,
place,placedCellCount,103,
finish,utilization,0.1612,
## synthesized netlist by cell type
library cell,instances
nor3b_1,1
or4_4,1
o31ai_1,1
a221o_1,1
or2_1,1
or4_1,2
or3_1,2
and2_1,1
inv_1,4
buf_4,13
o221ai_1,1
## worst paths after layout
| kind | slack (ns) | endpoint | startpoint |
|---|---|---|---|
| hold / removal | 0.88 | alu_s[0] | ir[4] |
| setup / recovery | 0.05 | ram_dl | jc |
## repair_timing
action	CTS	global route
setup buffers	1	0
resized	21	1
pin swaps	6	3
endpoints found under the setup margin	6	3
## worst max-delay path, delay by kind of cell
kind            cells  cell delay (ns)
compound gates      1             0.31
simple gates        1             0.29
buf+inv             2             0.66
## stage by stage
step                      setup slack, ns  instance area [µm²]  total power, mW
after floorplan                    0.4536                197.7          0.02047
after global placement            -0.4963                560.5          0.08172
after detailed placement          -0.4964                560.5          0.08209
after CTS                        0.007689                548.0          0.07696
after global routing            0.0004788                550.5          0.08222
final                             0.05102                550.5          0.07452
## cell families (layout without fill, tap and decap cells)
family,count (synthesis),after routing,share of synthesized area
simple gates,8,8,0.2975
compound gates,3,3,0.1329
buf+inv,17,47,0.5696
## where the power goes
group          total (mW)  internal, mW  leakage [nW]  switching (mW)
clock network           0             0             0               0
registers               0             0             0               0
logic              0.0745        0.0571         0.228          0.0175
total              0.0745        0.0571         0.228          0.0175
## layer usage
layer / vias to the layer above / global-route usage
met1: 115 / 0.04417
met4: 0 / 0.001761
met5: - / 0
met2: 32 / 0.03692
met3: 2 / 0.03295
li1: 146 / -
## area by class of cell
| type | instances | area [µm²] | area share |
|---|---|---|---|
| tap | 46 | 57.56 | 0.1045 |
| multi-input combinational | 11 | 85.08 | 0.1545 |
| inverter | 4 | 15.01 | 0.02727 |
| timing repair buffer | 43 | 392.9 | 0.7136 |
Power and IR drop assume default switching activity.
