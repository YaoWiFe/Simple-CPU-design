==> flow/design.v <==
module ins_decode(en,ir,mova,movb,movc,add,sub,and1,not1,rsr,rsl,jmp,jz,jc, in1,out1,nop,halt);
	input [7:0] ir;
	input en;
	output mova,movb,movc,add,sub,and1,not1,rsr,rsl,jmp,jz,jc,in1,out1,nop,halt;
	reg mova,movb,movc,add,sub,and1,not1,rsr,rsl,jmp,jz,jc,in1,out1,nop,halt;
	always@(ir,en)
	begin
	mova=0;movb=0;movc=0;add=0;sub=0;and1=0;not1=0;rsr=0;rsl=0;jmp=0;jz=0;jc=0;in1=0;  out1=0;nop=0;halt=0;
		if (en)
		begin 
			if(ir[7:4]==4'b1100)
			begin
				if(ir[3]&ir[2]) movb=1;
				else if(ir[1]&ir[0]) movc=1;
				else mova=1'b1;
			end
			else if(ir[7:4]==4'b1001) add=1;
			else if(ir[7:4]==4'b0110) sub=1;
			else if(ir[7:4]==4'b1011) and1=1;
			else if(ir[7:4]==4'b0101) not1=1;
			else if(ir[7:4]==4'b1010)
			begin
				if(~ir[1]&~ir[0]) rsr=1;
				else rsl=1;
			end
			else if(ir[7:4]==4'b0011)
			begin
				jc=ir[1];
				jz=ir[0];
				jmp=!ir[1]&&!ir[0];
			end
			else if(ir[7:4]==4'b0010)in1=1;
			else if(ir[7:4]==4'b0100)out1=1;
			else if(ir[7:4]==4'b0111)nop=1;
			else if(ir[7:4]==4'b1000)halt=1;
			else ;
		end
		else ;
	end
endmodule
==> flow/run.sh <==
#!/bin/bash
# OpenROAD 26Q1-2900-gdf79404cd8, Yosys 0.63+post, stock flow scripts
make -C /OpenROAD-flow-scripts/flow DESIGN_CONFIG=/design/flow/config.mk WORK_HOME=/design/flow/orfs finish
==> flow/config.mk <==
export PLATFORM = sky130hd
export DESIGN_NAME = ins_decode
export DESIGN_NICKNAME = ins_decode
export VERILOG_FILES = /design/flow/design.v
export SDC_FILE = /design/flow/constraint.sdc
export NUM_CORES = 4
export LEC_CHECK = 1
export CORE_AREA = 10 10 70 70
export DIE_AREA = 0 0 80 80
==> flow/constraint.sdc <==
current_design ins_decode

set clk_period 1.5
set clk_io_pct 0.2

create_clock -name clk0 -period $clk_period

set non_clock_inputs [all_inputs -no_clocks]
set_input_delay [expr $clk_period * $clk_io_pct] -clock clk0 $non_clock_inputs
set_output_delay [expr $clk_period * $clk_io_pct] -clock clk0 [all_outputs]
==> qor.txt <==
Outcome -> finished, final reports clean
Slowest cell delay on critical path -> 0.40 ns
Final tally of max-slew violations -> 0
First-pass GRT wire length -> 1790 um
Initial DRC Count -> 28
Critical path class -> input port to output port
Setup TNS -> 0 ns
Number of max-cap violations -> 0
Hold crit path type -> input port to output port
Max VDD drop -> 0.0000221 V
Drt drc -> 0
Area Growth Syn to Fin -> 232%
Pre-Place Util -> 5.64%
Die area -> 6400 um2
Rows -> 21
Tool Warnings -> 33
Hold endpoint -> movc
Chip area in the Yosys report -> 193 um2
Startpoint types -> input port
Synthesized cell area -> 193 um2
Top delay family on crit path -> simple AND/OR/NAND/NOR gates
Seq. cell area -> 0 um2
Total Wirelength -> 1190 um
Distinct lib cells -> 16
Total gr overflow -> 0
Clock buf count -> 0
Most instantiated logic cells after routing -> buf_4 (15), buf_2 (7), clkdlybuf4s15_1 (7), dlygate4sd2_1 (6)
Least-Margin Pin Slew -> 0.241 ns
Fraction of layout cells with a size suffix above 1 -> 62.0%
Crit end category -> output port
Core area -> 3420 um2
Final setup viols -> 0
Highest Clock Rate -> 674 MHz
Vias in the first global route -> 367
Die H -> 80 um
Pin count of the biggest net entering global routing -> 6
HPWL Detailed -> 981 um
Power, Total -> 104 uW
Final min period -> 1.48 ns
Final design utilization -> 18.7%
Worst slew margin -> 83.9%
Critical path cell sequence -> buf_8, or3b_4, buf_6, nor4_4, buf_2
Die width -> 80 um
Sequential cell area fraction in the yosys report -> 0%
YS warnings -> 1
CP max FO -> 5
Final-layout fill cell count -> 371
RSZ-0062 raised after global routing -> true
Crit path buf inv count -> 3
Antenna violations before repair -> 0
Slowest CP cell -> or3b_4
Hold_ws -> 0.988 ns
Final Cycle Share -> 98.9%
HP Start -> ir[7]
Port bufs -> 25
Drt via density -> 3.04
Final hold violation count -> 0
Mapped Avg Cell Area -> 6.64 um2
Final ANT Viol Nets -> 0
Most numerous logic cell after layout -> buf_4
DR pass1 iterations -> 2
PD cells -> 162 nW/um2
GPL Wtd Cong -> 0.693
Routed via count -> 356
Post-Syn Instances -> 29
WL/cell -> 10.1 um
Hold Path Depth -> 4
Crit path DRT -> 1.20 ns
Worst Path Arrival -> 1.18 ns
# diodes -> 0
Flop count -> 0
GR Util All Layers -> 3.32%
Static Leak -> 0.000288 uW
Ys cells -> 29
Top Ports -> 25
==> worst max path at each step <==
stage,from,to,slack [ns],cells past startpoint
final,ir[7],jmp,0.02,5
after global routing,ir[7],jmp,-0.02,5
after CTS,ir[6],jmp,0.005,5
==> worst min-delay path: cells and delay by family <==
family,cells,cell delay [ns]
buffers and inverters,2,0.20
and+or+nand+nor,2,0.18
==> report_power, final <==
part | switching, uW | internal (uW) | leakage [uW] | total (uW)
Sequential | 0 | 0 | 0 | 0
Clock | 0 | 0 | 0 | 0
Combinational | 43.9 | 59.9 | 0.000288 | 104
Total | 43.9 | 59.9 | 0.000288 | 104
==> timing repair <==
action                     in CTS  in global routing
setup endpoints to repair      16                  9
setup buffers                  10                  1
pin swaps                      13                  2
gates resized                  68                 10
hold buffers                    0                  0
==> synth_stat cells (all sizes together) <==
cell type | number | share of area [%]
nand2b | 2 | 6.5
or3b | 1 | 5.8
nor3 | 3 | 13
nor4 | 2 | 14
nor4b | 1 | 7.8
inv | 2 | 3.9
nand3b | 2 | 7.8
nand3 | 1 | 2.6
nor4bb | 1 | 5.2
nor2 | 8 | 16
a211oi | 1 | 3.9
or2 | 1 | 3.2
and4 | 1 | 4.5
nand2 | 3 | 5.8
==> per-stage QoR <==
step           std cells  area, um2  worst slack [ns]
6_report             117        639            0.0161
5_1_grt              117        639           -0.0173
4_1_cts              117        628           0.00545
3_5_place_dp         107        553            -0.695
3_3_place_gp         107        553            -0.685
2_1_floorplan         29        193             0.382
==> logic make-up (layout without fill, tap and decap cells) <==
logic type | count (synthesis) | in the layout | share of synthesized area, %
compound gates | 1 | 1 | 3.90
buf+inv | 2 | 44 | 3.90
simple gates | 26 | 26 | 92.2
==> routing by layer <==
layer	vias to the layer above	share of wire, %	track usage, %
met3	0	2.5	0.341
li1	190	-	-
met4	0	0	0
met1	159	41	3.56
met2	7	57	6.98
met5	-	0	0
==> area by class of cell <==
class / count / area (um2) / share of cell area (%)
repair buffers: 42 / 340 / 53.2
inverters: 2 / 7.51 / 1.17
well taps: 46 / 57.6 / 9.00
multi-input cells: 27 / 234 / 36.6
Power is estimated from default activity; no workload was simulated.
