==> flow/design.v <==
module simple(m,s,a,b,cf,zf,t);
	input [7:0] a;
	input [7:0] b;
	input [3:0] s;
	input m;						
	output reg cf,zf;
	output reg [7:0] t;						
	always@(m or s or a or b)
	begin
		t=8'b0;							
		cf=1'b0;
		zf=1'b0;
		if(m==1)
		begin
			if(s==4'b1001) 
			begin
				{cf,t}=a+b;
				if(t==0) zf=1'b1;
				else zf=1'b0;
			end
			else if(s==4'b0110) 
			begin
				{cf,t}=b-a;
				if(t==0) zf=1'b1;
			    else zf=1'b0;
			end
			else if(s==4'b1011) t=a&b;
			else if(s==4'b0101) t=~b;
		end
		else 
		begin
	        if(s==4'b1010)t=b;
	        if(s==4'b1100||s==4'b0100)t=a;
	    end
	end
endmodule
==> flow/run.sh <==
#!/bin/bash
# OpenROAD 26Q1-2900-gdf79404cd8, Yosys 0.63+post, stock flow scripts
make -C /OpenROAD-flow-scripts/flow DESIGN_CONFIG=/design/flow/config.mk WORK_HOME=/design/flow/orfs finish
==> flow/config.mk <==
export PLATFORM = sky130hd
export DESIGN_NAME = simple
export DESIGN_NICKNAME = simple
export VERILOG_FILES = /design/flow/design.v
export SDC_FILE = /design/flow/constraint.sdc
export NUM_CORES = 4
export LEC_CHECK = 1
export CORE_AREA = 10 10 99 99
export DIE_AREA = 0 0 109 109
==> flow/constraint.sdc <==
current_design simple

set clk_period 7.5
set clk_io_pct 0.2

create_clock -name clk0 -period $clk_period

set non_clock_inputs [all_inputs -no_clocks]
set_input_delay [expr $clk_period * $clk_io_pct] -clock clk0 $non_clock_inputs
set_output_delay [expr $clk_period * $clk_io_pct] -clock clk0 [all_outputs]
==> run_summary.xml <==
<?xml version="1.0" encoding="UTF-8"?>
<metrics>
  <group name="die">
    <metric name="die-height" unit="um">109</metric>
    <metric name="initial_utilization" unit="%">15.7</metric>
    <metric name="placement_rows" unit="">32</metric>
    <metric name="num_io_pins" unit="">31</metric>
    <metric name="die-area" unit="um2">11900</metric>
    <metric name="die_width" unit="um">109</metric>
    <metric name="core_area" unit="um2">7730</metric>
  </group>
  <group name="yosys">
    <metric name="top_area_cell" unit="">sky130_fd_sc_hd__ha_1</metric>
    <metric name="yosys-stat-cells" unit="">176</metric>
    <metric name="yosysSeqAreaShare" unit="%">0</metric>
    <metric name="synth.cell_area" unit="um2">1210</metric>
    <metric name="yosys-top-cells-area" unit="">sky130_fd_sc_hd__ha_1 18%, sky130_fd_sc_hd__a221oi_1 5.8%, sky130_fd_sc_hd__o21ai_0 5.8%</metric>
    <metric name="synthesis.area_per_instance" unit="um2">6.89</metric>
    <metric name="synthDominantCellAreaShare" unit="%">17.5</metric>
    <metric name="synthCells" unit="">176</metric>
    <metric name="synth.yosys.chip_area" unit="um2">1210</metric>
    <metric name="ys_warn_count" unit="">1</metric>
    <metric name="synth.lib_cells_used.distinct" unit="">51</metric>
  </group>
  <group name="worst_hold_path">
    <metric name="min-delay-path-class" unit="">input pin to primary output</metric>
    <metric name="worst_hold_startpoint" unit="">a[5]</metric>
    <metric name="hold_depth" unit="">4</metric>
  </group>
  <group name="run">
    <metric name="warning_count" unit="">41</metric>
    <metric name="number_of_max_cap_violations" unit="">0</metric>
  </group>
  <group name="power">
    <metric name="areal_power_density_over_the_cells" unit="nW/um2">61.7</metric>
    <metric name="peakVddDrop" unit="V">0.0000252</metric>
    <metric name="power.leakage" unit="nW">0.612</metric>
    <metric name="finalPower" unit="mW">0.100</metric>
  </group>
  <group name="timing">
    <metric name="final_critical_path_share_of_the_clock_period" unit="%">79.0</metric>
    <metric name="worstMarginPinSlew" unit="ps">802</metric>
    <metric name="fmaxAchievable" unit="MHz">169</metric>
    <metric name="slew_headroom" unit="%">46.3</metric>
    <metric name="totalNegativeSetupSlack" unit="ps">0</metric>
    <metric name="grt_setup_unrepaired" unit="">false</metric>
    <metric name="setup_violations" unit="">0</metric>
    <metric name="maxSlewViolCount" unit="">0</metric>
    <metric name="whs" unit="ps">4150</metric>
    <metric name="fin_crit" unit="ps">5930</metric>
    <metric name="timing.final.hold_violations" unit="">0</metric>
  </group>
  <group name="cells_and_area">
    <metric name="area_growth" unit="%">34.1</metric>
    <metric name="design.seq.count" unit="">0</metric>
    <metric name="combGateArea" unit="um2">1110</metric>
    <metric name="post_route_cells_drive_above_1_share" unit="%">2.99</metric>
    <metric name="final-seq-area" unit="um2">0</metric>
    <metric name="final_layout_top_logic_cell" unit="">sky130_fd_sc_hd__clkdlybuf4s50_1</metric>
    <metric name="clock_buffer_count_in_the_final_layout" unit="">0</metric>
    <metric name="fillerInstances" unit="">852</metric>
    <metric name="lay_top_cells" unit="">31 x sky130_fd_sc_hd__clkdlybuf4s50_1, 17 x sky130_fd_sc_hd__ha_1, 14 x sky130_fd_sc_hd__inv_1, 14 x sky130_fd_sc_hd__o21ai_0, 12 x sky130_fd_sc_hd__nand2_1</metric>
    <metric name="finalNonFillerCells" unit="">303</metric>
  </group>
  <group name="clock_network">
    <metric name="holdBufCountCts" unit="">0</metric>
    <metric name="cts_setup_buffers" unit="">0</metric>
    <metric name="post_cts.resized_instances" unit="">0</metric>
  </group>
  <group name="global_routing">
    <metric name="antenna_found_initial" unit="">0</metric>
    <metric name="global_route_wire_length_before_repair" unit="um">7620</metric>
    <metric name="number_of_global_route_vias_before_repair" unit="">1490</metric>
    <metric name="global_route.usage.total" unit="%">7.83</metric>
    <metric name="global_route_total_overflow" unit="">0</metric>
    <metric name="pin_count_of_the_biggest_net_entering_global_routing" unit="">18</metric>
  </group>
  <group name="critical_path">
    <metric name="cp_num_buf_inv" unit="">3</metric>
    <metric name="critPathMaxStageDelay" unit="ps">570</metric>
    <metric name="crit_fanout" unit="">4</metric>
    <metric name="path_type_of_the_worst_setup_path" unit="">input pin to primary output</metric>
    <metric name="critical_path.startpoint" unit="">a[1]</metric>
    <metric name="cp_common_cell" unit="">sky130_fd_sc_hd__clkdlybuf4s50_1</metric>
    <metric name="worstSetupPathDepth" unit="">10</metric>
    <metric name="path_cells" unit="">clkdlybuf4s50_1 -&gt; inv_1 -&gt; ha_1 -&gt; nor2b_1 -&gt; o311ai_1 -&gt; a211oi_1 -&gt; o21a_1 -&gt; o21ai_0 -&gt; o211a_1 -&gt; clkdlybuf4s50_1</metric>
    <metric name="crit_required" unit="ps">6000</metric>
    <metric name="crit_path_start_kind" unit="">input pin</metric>
    <metric name="arrival" unit="ps">4430</metric>
    <metric name="kind_of_end_point_of_the_critical_path" unit="">primary output</metric>
    <metric name="critical-path-top-delay-family" unit="">AND-OR/OR-AND gates</metric>
    <metric name="slowest_stage" unit="">sky130_fd_sc_hd__clkdlybuf4s50_1</metric>
  </group>
  <group name="detailed_routing">
    <metric name="drt_first_pass_iters" unit="">4</metric>
    <metric name="routed_wire_length_per_instance" unit="um">15.3</metric>
    <metric name="num_vias" unit="">1428</metric>
    <metric name="diodes" unit="">0</metric>
    <metric name="drt_first_iter_violations" unit="">86</metric>
    <metric name="via_per_inst" unit="">4.71</metric>
    <metric name="remaining_drc_errors" unit="">0</metric>
    <metric name="final_antenna_net_count" unit="">0</metric>
    <metric name="finalWirelength" unit="um">4650</metric>
  </group>
  <group name="placement">
    <metric name="detailedPlacementHpwl" unit="um">3610</metric>
    <metric name="finalWeightedCongestion" unit="">0.948</metric>
    <metric name="port_buffers" unit="">31</metric>
    <metric name="total_placed_cells_including_tap_cells" unit="">303</metric>
  </group>
  <group name="outcome">
    <metric name="run_status" unit="">completed</metric>
  </group>
</metrics>
[cells in the mapped netlist, drive strengths merged (3+ instances only)]
cell	count
a22oi	3
nand2b	3
nor2b	7
clkbuf	7
a221oi	8
nor2	9
inv	14
nor3b	3
a211oi	3
o21ai	18
nor3	4
nand2	12
ha	17
nand3	7
o22ai	3
a21oi	11
xor2	3
o21a	4
[metrics by stage]
step	instance area (um2)	utilization (%)	setup WS, ps
after detailed placement	1630	21.0	1610
after global placement	1630	21.0	1520
after floorplan	1210	-	2860
after CTS	1630	21.0	1590
after global routing	1630	21.0	1400
final	1630	21.0	1570
[worst paths after layout]
path	to	slack, ps
max	zf	1570
min	t[5]	4150
[routing by layer]
metal | vias to the layer above | global-route usage, % | part of all wire, %
met5 | - | 0 | 0
met4 | 0 | 1.32 | 1.2
met3 | 4 | 0.777 | 5.0
met2 | 49 | 12.2 | 43
met1 | 650 | 11.5 | 51
li1 | 725 | - | -
[report_power, final]
part	internal, mW	leakage [nW]	switching, mW	total, mW
clock	0	0	0	0
sequential	0	0	0	0
combinational	0.0472	0.612	0.0530	0.100
[worst min-delay path: stages]
cell and delay [ps]:
sky130_fd_sc_hd__clkdlybuf4s50_1 480, sky130_fd_sc_hd__a22oi_1 180, sky130_fd_sc_hd__o22ai_1 90, sky130_fd_sc_hd__clkdlybuf4s50_1 410
[cell type report]
cell class / instances / area share, %
Multi-Input combinational cell: 153 / 68.4
Inverter: 14 / 3.23
Tap cell: 102 / 7.85
Timing Repair Buffer: 34 / 20.5
[kinds of logic (layout without fill, tap and decap cells)]
kind of cell               Yosys count  in the layout  share of synthesized area, %
adders and majority gates           19             19                          20.8
buffers and inverters               23             48                          8.26
xor gates and xnor gates             5              5                          3.61
and+or+nand+nor                     59             59                          26.9
AOI/OAI and AO/OA                   70             70                          40.4
Power is estimated from default activity; no workload was simulated.
